==> design.v <==
module ipdc (                        
	input         i_clk,
	input         i_rst_n,
	input         i_op_valid,
	input  [ 2:0] i_op_mode,
	input         i_in_valid,
	input  [23:0] i_in_data,
	output        o_in_ready,
	output        o_out_valid,
	output [23:0] o_out_data
);
reg o_in_ready_r;
reg o_out_valid_r;
reg [23:0] o_out_data_r;
assign o_in_ready = o_in_ready_r;
assign o_out_valid = o_out_valid_r;
assign o_out_data = o_out_data_r;
reg [4:0] state, state_n;
reg [7:0] sramAddress_r; 
reg [4:0] coeff;
reg sramWen_r;
reg [7:0] origin;
wire origin_R_limit;
assign origin_R_limit = (origin >= 15 && origin <= 18) || (origin >= 25 && origin <= 28) || (origin >= 35 && origin <= 38) || (origin >= 45 && origin <= 48) ||
								(origin >= 55 && origin <= 58) || (origin >= 65 && origin <= 68) || (origin >= 75 && origin <= 78) || (origin >= 85 && origin <= 88) || 
								(origin >= 95 && origin <= 98);
integer cnt;
wire [7:0] sramAddress;
wire sramWen;
wire zeropad;
assign sramAddress = sramAddress_r ;
assign sramWen = sramWen_r;
assign zeropad = (cnt < 10 || (cnt >= 88 && cnt < 99) || cnt == 18 || cnt == 28 || cnt == 38 || cnt == 48 || cnt == 58 || cnt == 68 || cnt == 78 || 
					cnt == 19 || cnt == 29 || cnt == 39 || cnt == 49 || cnt == 59 || cnt == 69 ||cnt == 79 || cnt == 89);  
reg [7:0] R_data_r, G_data_r, B_data_r;
wire [7:0] R_data, G_data, B_data, R_data_out, G_data_out, B_data_out;
assign R_data = R_data_r;
assign G_data = G_data_r;
assign B_data = B_data_r;
reg isRGB_r, isMed_r;
wire [15:0] Y_tmp, Cb_tmp, Cr_tmp;
wire [7:0] Y, Cb, Cr;
assign Y_tmp = 2 * R_data_out + 5 * G_data_out;
assign Cb_tmp =  - R_data_out - 2 * G_data_out + 4 * B_data_out;
assign Cr_tmp =  4 * R_data_out - 3 * G_data_out - B_data_out;
assign Y = Y_tmp[2] == 1'b1 ? Y_tmp[10:3] + 1'b1 : Y_tmp[10:3];
assign Cb = Cb_tmp[2] == 1'b1 ? Cb_tmp[10:3] + 32'd128 + 1'b1 : Cb_tmp[10:3] + 32'd128;
assign Cr = Cr_tmp[2] == 1'b1 ? Cr_tmp[10:3] + 32'd128 + 1'b1 : Cr_tmp[10:3] + 32'd128;
reg [2:0] i_op_mode_temp;
parameter originRight = 3'h1, originDown = 3'h2, originDefault = 3'h3, originZoom = 3'h4;
parameter READ = 5'h0, Display1 = 5'h1, Display2 = 5'h2, Display3 = 5'h4, op_hold = 5'h5, DisplayNOP = 5'h3, isRGB = 5'h6, isYCbCr = 5'h7;
parameter MED = 5'h8, medRead = 5'h9, medCom1 = 5'ha, medComp2 = 5'hb,  medComp3 = 5'hf, NOP = 5'he, medComp3_0 = 5'hc, medComp3_1 = 5'hd;
parameter RD = 5'd16, Wait = 5'd17, WR = 5'd18, Wait2 = 5'd19;
reg [23:0] tmp_1 [8:0];
reg [23:0] tmp [8:0];
reg [23:0] tmp_2;
reg [7:0] sramAddress_r_tmp;
integer idx_core, pixel_cnt;
wire origin_R_limit_med; 
assign origin_R_limit_med = (origin >= 132 && origin <= 135) || (origin >= 140 && origin <= 143) || (origin >= 148 && origin <= 151) || (origin >= 156 && origin <= 159) ||
								(origin >= 164 && origin <= 167) || (origin >= 172 && origin <= 175) || (origin >= 180 && origin <= 183) || (origin >= 188 && origin <= 191) || 
								(origin >= 195 && origin <= 198);
wire [23:0] max_r1, min_r1, med_r1;
wire [23:0] max_r2, min_r2, med_r2;
wire [23:0] max_r3, min_r3, med_r3;
wire [23:0] max_c1, min_c1, med_c1;
wire [23:0] max_c2, min_c2, med_c2;
wire [23:0] max_c3, min_c3, med_c3;
wire [23:0] max_d, min_d, med_d;
wire [23:0] max_od, min_od, med_od;
median sort_row1(.a(tmp_1[0]), .b(tmp_1[1]), .c(tmp_1[2]), .max(max_r1), .min(min_r1), .median(med_r1));
median sort_row2(.a(tmp_1[3]), .b(tmp_1[4]), .c(tmp_1[5]), .max(max_r2), .min(min_r2), .median(med_r2));
median sort_row3(.a(tmp_1[6]), .b(tmp_1[7]), .c(tmp_1[8]), .max(max_r3), .min(min_r3), .median(med_r3));
median sort_col1(.a(tmp_1[0]), .b(tmp_1[3]), .c(tmp_1[6]), .max(max_c1), .min(min_c1), .median(med_c1));
median sort_col2(.a(tmp_1[1]), .b(tmp_1[4]), .c(tmp_1[7]), .max(max_c2), .min(min_c2), .median(med_c2));
median sort_col3(.a(tmp_1[2]), .b(tmp_1[5]), .c(tmp_1[8]), .max(max_c3), .min(min_c3), .median(med_c3));
median sort_d(.a(tmp_1[0]), .b(tmp_1[4]), .c(tmp_1[8]), .max(max_d), .min(min_d), .median(med_d));
median sort_od(.a(tmp_1[2]), .b(tmp_1[4]), .c(tmp_1[6]), .max(max_od), .min(min_od), .median(med_od));
sram_256x8 mySramR(.A(sramAddress),
					.D(R_data),
					.CLK(i_clk),
					.CEN(1'b0),
					.WEN(sramWen),
					.Q(R_data_out));
sram_256x8 mySramG(.A(sramAddress),
					.D(G_data),
					.CLK(i_clk),
					.CEN(1'b0),
					.WEN(sramWen),
					.Q(G_data_out));
sram_256x8 mySramB(.A(sramAddress),
					.D(B_data),
					.CLK(i_clk),
					.CEN(1'b0),
					.WEN(sramWen),
					.Q(B_data_out));
always@(*) begin
	case (state)
	 READ: begin
			if (cnt == 32'd99)
				state_n = op_hold;
			else
				state_n = READ;
		end
		Display1:
			state_n = Display2;
		Display2:
			state_n = DisplayNOP;
		DisplayNOP:
			state_n = Display3;
		Display3: begin 
			if (cnt == 32'd16)
				state_n = op_hold;
			else 
				state_n = Display3;
		end
		op_hold: begin
			if (i_op_valid && i_op_mode == 0 )
				state_n = READ;			
			else if (i_op_valid && (i_op_mode == 3'h1 || i_op_mode == 3'h2 || i_op_mode == 3'h3 || i_op_mode == 3'h4))
				state_n = Display1;
			else if (i_op_valid && i_op_mode == 3'h5)
				state_n = MED;
			else if (i_op_valid && i_op_mode == 3'h6)
				state_n = isYCbCr;
			else if (i_op_valid && i_op_mode == 3'h7)
				state_n = isRGB;
			else 
				state_n = op_hold;
		end
		MED: 
			state_n = NOP;
		NOP:
			state_n = medRead;
		medRead: begin
			if (idx_core == 32'd8)
				state_n = medCom1;
			else
				state_n = NOP;
		end
		medCom1:
			state_n = medComp2;
		medComp2:
			state_n = medComp3_0;
		medComp3_0:
			state_n = medComp3;
		medComp3_1:
			state_n = medComp3;
		medComp3: begin  
			if (pixel_cnt == 32'd63)
				state_n = RD;
			else
				state_n = MED; 
		end
		RD:
			state_n = Wait;
		Wait:
			state_n = Wait2;
		Wait2:
			state_n = WR;
		WR:begin
			if(pixel_cnt==63)
				state_n = op_hold;
			else
				state_n = RD;
		end
		isRGB:
			state_n = op_hold;
		isYCbCr:
			state_n = op_hold;
		default: begin
			state_n = op_hold;
		end
	endcase
end 
always @(posedge i_clk or negedge i_rst_n) begin
	if (~i_rst_n) begin
		state <= op_hold;
		o_out_data_r <= 0;
		o_out_valid_r <= 0;
		o_in_ready_r <= 1'b1;
		sramAddress_r <= 0;  
		sramWen_r <= 0;
		cnt <= 0;
		origin <= 7'b000_1011;  
		R_data_r <= 0;
		G_data_r <= 0;
		B_data_r <= 0;
		idx_core <= 0;
		idx_core <= 0;
		pixel_cnt <= 0;
		isRGB_r <= 1'b1;
		isMed_r <= 0;
		i_op_mode_temp <= 0;
		sramAddress_r_tmp <= 0;
	end
	else begin 
		state <= state_n;
		case (state)
			op_hold : begin
				o_out_valid_r <= 0;
				i_op_mode_temp <= i_op_mode;
			end
		 READ: begin
				o_out_valid_r <= 0;
				cnt <= cnt + 1;
				sramAddress_r <= sramAddress_r + 1;
				o_in_ready_r <= 1'b1;
				if (zeropad) begin 
					o_in_ready_r <= 0;
					R_data_r <= 0;
					G_data_r <= 0;
					B_data_r <= 0;
				end
				else begin  
					R_data_r <= i_in_data[7:0];
					G_data_r <= i_in_data[15:8];
					B_data_r <= i_in_data[23:16];
				end
				if (cnt == 32'd99) begin 
					cnt <= 0;
					o_out_valid_r <= 1'b1;
				end
			end
			Display1: begin
				o_out_valid_r <= 1'b0;
				case (i_op_mode_temp)
					originRight: begin
							if (origin_R_limit)
								origin <= origin;
							else
								origin <= origin + 1'b1;
					end
					originDown: begin
							if (origin >= 8'd51)
								origin <= origin;
							else
								origin <= origin + 8'd10;
					end
					originDefault: begin
							origin <= 8'd11;
					end
					originZoom: begin
							origin <= 8'd33;
					end
					default:
						origin <= 0;
				endcase
			end
			Display2: begin
				sramAddress_r <= origin;
				sramWen_r <= 1'b1;
				cnt <= 0;
			end
			DisplayNOP: begin
				cnt <= cnt + 1'b1;
					if (cnt[1] && cnt[0])
						sramAddress_r <= sramAddress_r + 7;
					else 
						sramAddress_r <= sramAddress_r + 1;
			end
			Display3: begin
				o_out_valid_r <= 1'b1;
				cnt <= cnt + 1'b1;
				if (isRGB_r)
					o_out_data_r <= {B_data_out, G_data_out, R_data_out};
				else
					o_out_data_r <= {Cr[7:0], Cb[7:0], Y[7:0]};
					if (cnt[1] && cnt[0])
						sramAddress_r <= sramAddress_r + 7;
					else 
						sramAddress_r <= sramAddress_r + 1;
				if (cnt == 32'd16) begin 
					cnt <= 0;
					sramWen_r <= 0;
					sramAddress_r <= 8'd100;
				end
			end
			MED: begin
				sramAddress_r <= (~pixel_cnt[2] && ~pixel_cnt[1] && ~pixel_cnt[0] && pixel_cnt != 0) ? sramAddress_r_tmp + 2 : sramAddress_r_tmp;
				sramWen_r <= 1'b1;
			end
			NOP : begin
			end
			medRead: begin
				tmp[idx_core] <= {B_data_out, G_data_out, R_data_out};
				tmp_1[idx_core] <= {B_data_out, G_data_out, R_data_out};
				idx_core <= idx_core == 32'd8 ? 0 : idx_core + 1;
				if (idx_core == 32'd2 || idx_core == 32'd5)
					sramAddress_r <= sramAddress_r + 32'd8;
				else if (idx_core == 32'd8) begin 
					sramAddress_r_tmp <= sramAddress_r - 32'd21;
				end
				else 
					sramAddress_r <= sramAddress_r+ 1;		 
			end
			medCom1: begin  
				tmp_1[0] <= min_r1;
				tmp_1[1] <= med_r1;
				tmp_1[2] <= max_r1;
				tmp_1[3] <= min_r2;
				tmp_1[4] <= med_r2;
				tmp_1[5] <= max_r2;
				tmp_1[6] <= min_r3;
				tmp_1[7] <= med_r3;
				tmp_1[8] <= max_r3;
			end
			medComp2: begin  
				tmp_1[0] <= min_c1;
				tmp_1[3] <= med_c1;
				tmp_1[6] <= max_c1;
				tmp_1[1] <= min_c2;
				tmp_1[4] <= med_c2;
				tmp_1[7] <= max_c2;
				tmp_1[2] <= min_c3;
				tmp_1[5] <= med_c3;
				tmp_1[8] <= max_c3;
			end
			medComp3_0: begin  
				tmp_1[0] <= min_d;
				tmp_1[4] <= med_d;
				tmp_1[8] <= max_d;
			end
			medComp3_1: begin 
				tmp_1[2] <= min_od;
				tmp_1[4] <= med_od;
				tmp_1[6] <= max_od;
			end
			medComp3: begin 
				sramAddress_r <= pixel_cnt + 32'd128;
				o_out_valid_r <= 1'b0;
				sramWen_r <= 1'b0;
				{B_data_r, G_data_r, R_data_r} <= med_od;
				if(pixel_cnt==63)begin
					pixel_cnt <= 0;
					cnt <= 0;
					coeff <= 0;
					sramAddress_r_tmp <= 0;
				end
				else 
					pixel_cnt <= pixel_cnt + 1;
			end
			RD :begin
				sramAddress_r <= 128 + cnt;
				sramWen_r <= 1;
				cnt <= cnt == 63 ? 0 : cnt + 1;
			end
			Wait:begin
			end
			Wait2:
				tmp_2 <= {B_data_out, G_data_out, R_data_out};
			WR:begin
				sramAddress_r <= 11 + pixel_cnt + coeff;
				coeff <= pixel_cnt[2:0]==3'b111 ? coeff + 2 : coeff;
				pixel_cnt <= pixel_cnt == 63 ? 0 : pixel_cnt + 1;
				{B_data_r, G_data_r, R_data_r} <= tmp_2;
				sramWen_r <= 0;
				o_out_valid_r <= pixel_cnt==63 ? 1 : 0;
			end
			isRGB : begin
				isRGB_r <= 1'b1;
				o_out_valid_r <= 1'b1;
			end
			isYCbCr: begin
				isRGB_r <= 1'b0;
				o_out_valid_r <= 1'b1;
			end
			default: 
				;
		endcase
	end
end
endmodule
module median(a, b, c, max, min, median);
input [23:0] a, b, c;
output [23:0] max, min, median;
assign max[7:0] = a[7:0] >= b[7:0] && a[7:0] >= c[7:0] ? a[7:0] : 
			b[7:0] >= a[7:0] && b[7:0] >= c[7:0] ?  b[7:0] :
			c[7:0] >= a[7:0] && c[7:0] >= b[7:0] ? c[7:0] : 0;
assign max[15:8] = a[15:8] >= b[15:8] && a[15:8] >= c[15:8] ? a[15:8] : 
			b[15:8] >= a[15:8] && b[15:8] >= c[15:8] ?  b[15:8] :
			c[15:8] >= a[15:8] && c[15:8] >= b[15:8] ? c[15:8] : 0;
assign max[23:16] = a[23:16] >= b[23:16] && a[23:16] >= c[23:16] ? a[23:16] : 
			b[23:16] >= a[23:16] && b[23:16] >= c[23:16] ?  b[23:16] :
			c[23:16] >= a[23:16] && c[23:16] >= b[23:16] ? c[23:16] : 0;
assign min[7:0] = a[7:0] <= b[7:0] && a[7:0] <= c[7:0] ? a[7:0] :
			b[7:0] <= a[7:0] && b[7:0] <= c[7:0] ? b[7:0] : 
			c[7:0] <= a[7:0] && c[7:0] <= b[7:0] ? c[7:0] : 0;
assign min[15:8] = a[15:8] <= b[15:8] && a[15:8] <= c[15:8] ? a[15:8] :
			b[15:8] <= a[15:8] && b[15:8] <= c[15:8] ? b[15:8] : 
			c[15:8] <= a[15:8] && c[15:8] <= b[15:8] ? c[15:8] : 0;
assign min[23:16] = a[23:16] <= b[23:16] && a[23:16] <= c[23:16] ? a[23:16] :
			b[23:16] <= a[23:16] && b[23:16] <= c[23:16] ? b[23:16] : 
			c[23:16] <= a[23:16] && c[23:16] <= b[23:16] ? c[23:16] : 0;
assign median[7:0] = (a[7:0] >= b[7:0] && a[7:0] <= c[7:0]) || (a[7:0] >= c[7:0] && a[7:0] <= b[7:0]) ? a[7:0] : 
				(b[7:0] >= a[7:0] && b[7:0] <= c[7:0]) || (b[7:0] >= c[7:0] && b[7:0] <= a[7:0]) ? b[7:0] : 
				(c[7:0] >= a[7:0] && c[7:0] <= b[7:0]) || (c[7:0] >= b[7:0] && c[7:0] <= a[7:0]) ? c[7:0] : 0;
assign median[15:8] = (a[15:8] >= b[15:8] && a[15:8] <= c[15:8]) || (a[15:8] >= c[15:8] && a[15:8] <= b[15:8]) ? a[15:8] : 
				(b[15:8] >= a[15:8] && b[15:8] <= c[15:8]) || (b[15:8] >= c[15:8] && b[15:8] <= a[15:8]) ? b[15:8] : 
				(c[15:8] >= a[15:8] && c[15:8] <= b[15:8]) || (c[15:8] >= b[15:8] && c[15:8] <= a[15:8]) ? c[15:8] : 0;
assign median[23:16] = (a[23:16] >= b[23:16] && a[23:16] <= c[23:16]) || (a[23:16] >= c[23:16] && a[23:16] <= b[23:16]) ? a[23:16] : 
				(b[23:16] >= a[23:16] && b[23:16] <= c[23:16]) || (b[23:16] >= c[23:16] && b[23:16] <= a[23:16]) ? b[23:16] : 
				(c[23:16] >= a[23:16] && c[23:16] <= b[23:16]) || (c[23:16] >= b[23:16] && c[23:16] <= a[23:16]) ? c[23:16] : 0;
endmodule
==> run.sh <==
#!/bin/bash
# OpenROAD 26Q1-2900-gdf79404cd8, Yosys 0.63+post, stock flow scripts
make -C /OpenROAD-flow-scripts/flow DESIGN_CONFIG=/design/flow/config.mk WORK_HOME=/design/flow/orfs finish
==> config.mk <==
export PLATFORM = sky130hd
export DESIGN_NAME = median
export DESIGN_NICKNAME = median
export VERILOG_FILES = /design/flow/design.v
export SDC_FILE = /design/flow/constraint.sdc
export NUM_CORES = 4
export LEC_CHECK = 1
export CORE_UTILIZATION = 30
==> constraint.sdc <==
current_design median

set clk_period 8.7
set clk_io_pct 0.2

create_clock -name clk0 -period $clk_period

set non_clock_inputs [all_inputs -no_clocks]
set_input_delay [expr $clk_period * $clk_io_pct] -clock clk0 $non_clock_inputs
set_output_delay [expr $clk_period * $clk_io_pct] -clock clk0 [all_outputs]
==> impl_metrics.yaml <==
# implementation run metrics
setup_path:
  critPathBufInv: 3
  crit_top_cell: "clkdlybuf4s50_1"
  critical_path.cell_chain: "clkdlybuf4s50_1 -> inv_1 -> ha_1 -> nand2_1 -> o21a_1 -> or2_1 -> o211a_1 -> nor3_4 -> a22oi_1 -> a21oi_1 -> clkdlybuf4s50_1"
  worst_ep_arrival_time_ns: 4.97
  critPathMaxFanout: 11
  worstSetupPathType: "in -> out"
  cp-end-kind: "output pin"
  crit_required_ns: 6.96
  startpoint_type: "input pin"
  critPathMaxStageDelay_ns: 0.65
  crit_slowest_cell: "clkdlybuf4s50_1"
  critPathTopFamily: "buffers and inverters"
global_routing:
  met2_usage: 0.358
  grt_start_max_net_pins: 17
  busiest_layer: "met2"
  grt_pass1_vias: 4306
  antenna_found_initial: 0
  use_met3: 0.0135
  grtUsageMet1: 0.307
  grt_usage: 0.213
  grt_first_pass_wirelength_um: 22300
  overflow: 0
power:
  switching_share: 0.449
  powerDensity_mw_per_mm2: 91.2
  p_clk_frac: 0
  leakage_uw: 0.00223
  irDropWorstVdd_mv: 0.0390
  combPwrFrac: 1.000
  p_int_uw: 268
  switchingPower_uw: 219
  p_seq_frac: 0
route:
  vias: 4678
  drt_pass1_iterations: 5
  drtIter0Drc: 363
  post_drt_wl_per_cell_um: 17.1
  drc: 0
  ant_nets: 0
  diodes: 0
  via_per_inst: 5.67
  wl_um: 14100
cts:
  cts.repair.resized: 0
  post_cts.repair.setup_buffers: 0
  cts_hold_buf: 0
final_timing:
  setup_viol: 0
  slew_viol_final: 0
  hold_viol_final: 0
  period_used_share: 0.772
  rsz0062_at_grt: "no"
  fmax_mhz: 149
  setup_ws_ns: 1.99
  period_minus_slack_ns: 6.71
  relSlewSlack: 0.332
  holdWs_ns: 4.44
  finalSetupTns_ns: 0
  worst_slew_pin_slew_ns: 0.999
synth:
  yosys_area_mm2: 0.00380
  synth_seq_share: 0
  top_area_frac: 0.237
  yosys.area.top_type: "ha_1"
  syn_avg_cell_area_um2: 7.18
  syn_inst: 529
  yosys_cells: 529
  ys_types: 49
  synth_area_mm2: 0.00380
  topCellsByArea: "ha_1, a21oi_1, a221oi_1"
  yosys_warnings: 0
status:
  outcome: "finished, final reports clean"
run:
  warnings: 32
  drv_cap: 0
layout:
  final_cell_mix: "clkdlybuf4s50_1, a21oi_1, inv_1, ha_1, nor2_1"
  drive_gt1_frac: 0.0639
  clock_buffers: 0
  fill_cells: 1236
  combGateArea_mm2: 0.00341
  regArea_um2: 0
  area_growth_pct: 40.5
  flops: 0
  lay_top_count: "clkdlybuf4s50_1"
worst_hold_path:
  min_path_type: "in -> out"
floorplan:
  die_area_mm2: 0.0131
  initCoreUtil: 0.312
  core-area_mm2: 0.0122
  io_pins: 144
  die_h_um: 115
  dieWidth_um: 115
  rows: 40
place:
  port_buffers: 144
  pre_cts_slack_ns: 2.02
  hpwl_um: 11400
  gp_congestion: 0.978
synth_stat cells, types with 5 or more instances:
cell	number
a21oi_1	104
ha_1	72
inv_1	72
nor2_1	33
a221oi_1	32
nand2_1	19
a22oi_1	18
a2bb2oi_1	16
nand4_1	16
o221ai_1	16
nor2b_1	13
and2_1	11
a21oi_2	8
a221o_1	8
o211ai_1	7
buf_4	6
o21a_1	6
nor3_2	5
layout make-up:
type | count | area share
multi-input combinational | 441 | 0.640
tap | 168 | 0.0394
timing repair buffer | 144 | 0.270
inverter | 72 | 0.0507
cells by family (layout without fill, tap and decap cells):
kind of cell	Yosys count	count (layout)	synth area share
simple gates	120	120	0.181
fa+ha+maj	72	72	0.237
buf+inv	88	216	0.101
compound gates	249	249	0.480
metrics by stage:
stage / total power (uW) / instance area (um2) / utilization / std cells
after floorplan: 245 / 3800 / - / 529
after global placement: 479 / 5330 / 0.439 / 825
after detailed placement: 482 / 5330 / 0.439 / 825
after CTS: 485 / 5330 / 0.439 / 825
after global routing: 535 / 5330 / 0.439 / 825
final: 486 / 5330 / 0.439 / 825
power groups by stage:
stage     sequential, uW  combinational (uW)  clock, uW
4_1_cts                0                 485          0
6_report               0                 486          0
5_1_grt                0                 535          0
per-layer routing:
| layer | up-vias | wire length [um] |
|---|---|---|
| li1 | 2331 | - |
| met1 | 2128 | 6540 |
| met2 | 198 | 6440 |
| met3 | 21 | 893 |
| met4 | 0 | 208 |
| met5 | - | 0 |
final timing paths:
check             start       to  slack (ns)  depth (start not counted)
setup / recovery   b[7]   max[1]        1.99                         11
hold / removal    a[10]  max[10]        4.44                          4
Power figures rest on the tool's default switching activity, not on a simulated workload.
